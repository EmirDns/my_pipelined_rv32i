===== design.v =====
`timescale 1ns / 1ps
module d_e_pipeline(
    input logic clk,
    input logic rst_n,
    input logic clear,  
    input logic enable, 
    input logic [31:0] rd1_d,
    input logic [31:0] rd2_d,
    input logic [31:0] pc_d,
    input logic [4:0] rs1_d,
    input logic [4:0] rs2_d,
    input logic [4:0] rd_d,
    input logic [31:0] ext_imm_d,
    input logic [31:0] pcplus4_d,
    input logic RegWrite_d,
    input logic [1:0] ResultSrc_d,
    input logic MemWrite_d,
    input logic Jump_d,
    input logic Branch_d,
    input logic [3:0] ALUControl_d,
    input logic ALUSrc_d,
    input logic [31:0] instr_d,
    output logic [31:0] rd1_e,
    output logic [31:0] rd2_e,
    output logic [31:0] pc_e,
    output logic [4:0] rs1_e,
    output logic [4:0] rs2_e,
    output logic [4:0] rd_e,
    output logic [31:0] ext_imm_e,
    output logic [31:0] pcplus4_e,
    output logic RegWrite_e,
    output logic [1:0] ResultSrc_e,
    output logic MemWrite_e,
    output logic Jump_e,
    output logic Branch_e,
    output logic [3:0] ALUControl_e,
    output logic ALUSrc_e,
    output logic [31:0] instr_e
);
    always_ff @(posedge clk) begin
        if (!rst_n) begin
            rd1_e      <= 32'b0;
            rd2_e      <= 32'b0;
            pc_e       <= 32'b0;
            rs1_e      <= 5'b0;
            rs2_e      <= 5'b0;
            rd_e       <= 5'b0;
            ext_imm_e  <= 32'b0;
            pcplus4_e  <= 32'b0;
            RegWrite_e     <= 1'b0;
            MemWrite_e     <= 1'b0;
            ResultSrc_e    <= 2'b00;
            ALUControl_e   <= 4'b0000;
            ALUSrc_e       <= 1'b0;
            Jump_e         <= 1'b0;
            Branch_e       <= 1'b0;
            instr_e        <= 32'h00000000;
        end
        else if (clear) begin
            rd1_e      <= 32'b0;
            rd2_e      <= 32'b0;
            pc_e       <= 32'hFFFFFFFF;
            rs1_e      <= 5'b0;
            rs2_e      <= 5'b0;
            rd_e       <= 5'b0;
            ext_imm_e  <= 32'b0;
            pcplus4_e  <= 32'hFFFFFFFF;
            RegWrite_e     <= 1'b0;
            MemWrite_e     <= 1'b0;
            ResultSrc_e    <= 2'b00;
            ALUControl_e   <= 4'b0000;
            ALUSrc_e       <= 1'b0;
            Jump_e         <= 1'b0;
            Branch_e       <= 1'b0;
            instr_e        <= 32'h00000000;
        end
        else if (enable) begin
            rd1_e      <= rd1_d;
            rd2_e      <= rd2_d;
            pc_e       <= pc_d;
            rs1_e      <= rs1_d;
            rs2_e      <= rs2_d;
            rd_e       <= rd_d;
            ext_imm_e  <= ext_imm_d;
            pcplus4_e  <= pcplus4_d;
            RegWrite_e     <= RegWrite_d;
            MemWrite_e     <= MemWrite_d;
            ResultSrc_e    <= ResultSrc_d;
            ALUControl_e   <= ALUControl_d;
            ALUSrc_e       <= ALUSrc_d;
            Jump_e         <= Jump_d;
            Branch_e       <= Branch_d;
            instr_e        <= instr_d;
        end
    end
endmodule

===== run.sh =====
#!/bin/bash
# OpenROAD 26Q1-2900-gdf79404cd8, Yosys 0.63+post, stock flow scripts
make -C /OpenROAD-flow-scripts/flow DESIGN_CONFIG=/design/flow/config.mk WORK_HOME=/design/flow/orfs finish

===== config.mk =====
export PLATFORM = sky130hd
export DESIGN_NAME = d_e_pipeline
export DESIGN_NICKNAME = d_e_pipeline
export VERILOG_FILES = /design/flow/design.v
export SDC_FILE = /design/flow/constraint.sdc
export NUM_CORES = 4
export LEC_CHECK = 1
export CORE_AREA = 10 10 289 289
export DIE_AREA = 0 0 299 299

===== constraint.sdc =====
current_design d_e_pipeline

set clk_period 4.6
set clk_io_pct 0.2

create_clock -name clk0 -period $clk_period [get_ports {clk}]

set non_clock_inputs [all_inputs -no_clocks]
set_input_delay [expr $clk_period * $clk_io_pct] -clock clk0 $non_clock_inputs
set_output_delay [expr $clk_period * $clk_io_pct] -clock clk0 [all_outputs]

==> notes.md <==
Notes on the physical implementation.

- The run finished with clean final reports.
- The worst-path maximum fanout is 2, for reference.
- The site row count is roughly 100, for reference.
- The number of global-route vias before repair is roughly 7,000, for reference.
- The peak clock frequency supported by timing is around 0.42 GHz, for reference.
- The final timing report lists a max-slew violation count of 0.
- TritonCTS built the clock tree.
- The start of the worst register-to-register path is pc_e[19], for reference.
- Dividing the synthesized area by the synthesized cell count gives 11.4 um^2.
- Entering global routing, the biggest net connects approximately 76 pins.
- The analysis reports a worst IR drop on VDD of between 0.2 and 0.25 mV.
- The number of levels in the clock H-tree is 1, for reference.
- The dominant delay contributor by cell family on the critical path is buffers and inverters, for reference.
- The OpenROAD report gives the critical path a required time of ~3700 ps.
- The worst setup path is launched from a flip-flop.
- The wire length of the first global-routing pass is roughly 44,000 um, for reference.
- The most area-hungry cell type in the Yosys netlist is sky130_fd_sc_hd__dfxtp_1, for reference.
- The minimum period implied by the final worst setup slack is approximately 2400 ps, for reference.
- The first routing iteration left 148 violations.
- In this run, the clock network consumes between 40% and 50% of the power.
- The worst hold path was traced through 2 stages.
- The length in cells of the worst reg-to-reg path is 2, for reference.
- The power report puts the net switching power at 1.08 mW.
- The critical path capture point type is an output pin, for reference.
- The ratio of cells with drive above 1 in the final layout is about a tenth, for reference.
- Buffers added to address setup during post-CTS repair amount to 0.
- The cell count in the Yosys report is 710, for reference.
- By startpoint and endpoint, the worst setup path is classified as flip-flop to output pin.
- For reference, the final report shows the hold violation count at 0.
- The worst-margin pin slew is between 800 and 900 ps, for reference.
- For the final routed database, the setup TNS stands at 0 ps.
- For this run, design rule violations remaining after detail routing come to 0.
- In the final run the clock tree shows a worst skew of 0 ps.
- The average detailed-routed wire length per instance is 13.5 um, for reference.
- The via count is about 6,600, for reference.
- The max-cap violation count is 0, for reference.
- The area of the mapped netlist is between 0.008 and 0.009 mm^2, for reference.
- The placer congestion estimate is approximately 0.82, for reference.
- Per the synthesis report, the number of distinct cell types is 11.
- Setup slack on the worst reg-to-reg path comes out at 3640 ps.
- The area of the die is 0.0894 mm^2, for reference.
- Port buffering added approximately 440 buffers.
- Post-synthesis, Yosys gives the total cell area as slightly above 0.008 mm^2.
- The startpoint identified for the worst hold timing path is rd2_e[25].
- The relative slew slack is between 40% and 50%, for reference.
- The vertical die dimension reported for this design is between 200 and 300 um.
- In this run switching power makes up between 20% and 30% of total power.
- The synthesized netlist handed to floorplanning was reported with a cell count of 710.
- The clock input transition at the sequential cells of the worst setup and hold paths is about 60 ps, for reference.
- The share of total power dissipated in combinational logic is about 14%.
- The average vias per placed instance is between 3 and 4, for reference.
- The part of the total power dissipated in sequential elements is between 40% and 50%, for reference.
- The power report puts the leakage power at ~5.4 nW.
- The path category of the worst min-delay check is flip-flop to flip-flop, for reference.
- The endpoint with the worst hold slack is rd2_e[25], for reference.
- The post-route fraction of the period consumed by the critical path is between 50% and 60%, for reference.
- After clock tree synthesis, the flow added hold-fix buffers numbering 0.
- The OpenROAD report gives the critical path a data arrival time of 1450 ps.
- At the end of the flow the core is filled with cells to around 19%.
- The critical path goes through clkdlybuf4s50_1.
- The horizontal die dimension reported for this design is ~300 um.
- The sum of routed wire length over all layers is just under 30,000 um, for reference.
- The end of the worst register-to-register path is pc_e[19], for reference.
- The number of filler cells placed in the layout is 8,397, for reference.
- In this run, CTS created clock tree buffers numbering 27.
- The number of antenna-violating nets in the routed design is 0, for reference.
- The placeable core region is just under 0.08 mm^2, for reference.
- The number of buffers between clock root and the deepest sink is 3, for reference.
- For the worst-skew pair, the clock arrives at the later sink with an insertion delay of between 500 and 600 ps.
- between 400 and 500 I/O pins were placed.
- Once the clock tree was built, the resizer swapped 0 gates to a different size.
- Relative to the synthesized area, the layout overhead comes to 77.2%.
- The total power density per cell area is roughly 330 mW/mm^2, for reference.
- The initial antenna violation count is 1.
- Endpoints with negative setup slack in the final report add up to 0.
- The clock root buffer is sky130_fd_sc_hd__clkbuf_16, for reference.
- The critical-path cell with the highest stage delay is sky130_fd_sc_hd__clkdlybuf4s50_1, for reference.
- Warnings raised by the tools during the run amount to 25.
- The overall fraction of global-route tracks in use is between 6 and 7%, for reference.
- Setup repair after global routing left no endpoint under its margin.
- The half-perimeter wire length after placement is about 22,000 um, for reference.
- The first TritonRoute pass finished after 4 iterations.
- For this run, the number of Yosys warnings is 1.
- All stages included, the depth of the critical timing path comes to 1.
- The portion of synthesized cell area occupied by the leading cell type is between 50% and 60%, for reference.
- The longest incremental delay of any stage on the critical path is reported as around 520 ps.
- For this configuration, the core starts out at a cell density of 10.5%.
- The main area contributors are sky130_fd_sc_hd__dfxtp_1 54%, sky130_fd_sc_hd__mux2i_1 19%, sky130_fd_sc_hd__mux2_2 8.8%, sky130_fd_sc_hd__nor2_1 7.2%, sky130_fd_sc_hd__o21a_1 5.9%.
- The clock sink total is around 220, for reference.
- Global routing finished with a remaining overflow of 0.
- The internal power summed over all cells is between 3 and 4 mW, for reference.
- In the Yosys report, the sequential cells make up 54.0% of the chip area.
- Per the post-run analysis, buffers plus inverters along the critical path come to 1.
- The count of state elements after synthesis is around 220, for reference.
-- metrics by stage --
step | instances | hold slack [ps] | setup WS, ps | power (mW) | area (um^2)
after floorplan | 710 | 437 | 2800 | 2.29 | 8080
after global placement | 2142 | 471 | 1500 | 2.71 | 13500
after detailed placement | 2142 | 479 | 1500 | 2.71 | 13500
after CTS | 2190 | 494 | 2130 | 4.82 | 14300
after global routing | 2190 | 523 | 2140 | 4.94 | 14300
final | 2192 | 489 | 2230 | 4.69 | 14300
-- layout by cell type, fill, tap and decap left out --
| master | n |
|---|---|
| sky130_fd_sc_hd__clkdlybuf4s50_1 | 436 |
| sky130_fd_sc_hd__dfxtp_1 | 218 |
| sky130_fd_sc_hd__mux2i_1 | 154 |
| sky130_fd_sc_hd__nor2_1 | 154 |
| sky130_fd_sc_hd__o21a_1 | 64 |
| sky130_fd_sc_hd__mux2_2 | 63 |
| sky130_fd_sc_hd__clkbuf_16 | 27 |
| sky130_fd_sc_hd__clkbuf_1 | 8 |
| sky130_fd_sc_hd__buf_4 | 6 |
| sky130_fd_sc_hd__clkinv_2 | 4 |
| sky130_fd_sc_hd__clkbuf_8 | 4 |
| sky130_fd_sc_hd__inv_6 | 3 |
| sky130_fd_sc_hd__diode_2 | 2 |
| sky130_fd_sc_hd__buf_2 | 2 |
| sky130_fd_sc_hd__buf_12 | 2 |
| sky130_fd_sc_hd__nand2b_4 | 1 |
| sky130_fd_sc_hd__mux2_1 | 1 |
| sky130_fd_sc_hd__bufinv_16 | 1 |
| sky130_fd_sc_hd__clkinvlp_4 | 1 |
| sky130_fd_sc_hd__buf_8 | 1 |
-- state kept, by name, summed over array words and instances (netlist names), 2 cells and up --
name and flops:
ALUControl_e 4, ResultSrc_e 2, ext_imm_e 32, instr_e 32, pc_e 32, pcplus4_e 32
rd1_e 32, rd2_e 32, rd_e 5, rs1_e 5, rs2_e 5
-- cell families (layout without fill, tap and decap cells) --
group / after synthesis / in the layout / synth area share [%]
AOI/OAI and AO/OA: 64 / 64 / 5.94
buffers and inverters: 55 / 495 / 4.86
DFF: 218 / 218 / 54.0
muxes: 218 / 218 / 28.0
other: 0 / 2 / 0
and+or+nand+nor: 155 / 155 / 7.23
-- cell usage after synthesis --
cell,instances
sky130_fd_sc_hd__buf_1,1
sky130_fd_sc_hd__buf_2,11
sky130_fd_sc_hd__buf_6,23
sky130_fd_sc_hd__clkbuf_1,20
sky130_fd_sc_hd__dfxtp_1,218
sky130_fd_sc_hd__mux2_1,1
sky130_fd_sc_hd__mux2_2,63
sky130_fd_sc_hd__mux2i_1,154
sky130_fd_sc_hd__nand2b_1,1
sky130_fd_sc_hd__nor2_1,154
sky130_fd_sc_hd__o21a_1,64
-- power by group through the flow --
stage / Clock (mW) / Sequential (mW) / Combinational (mW)
CTS: 2.14 / 2.02 / 0.658
finish: 2.03 / 2.02 / 0.640
global route: 2.21 / 2.03 / 0.698
-- worst max-delay path by stage --
stage             from         to  slack (ps)
CTS             enable  rd1_e[25]        2130
global route    enable  rd1_e[25]        2140
finish        pc_e[26]   pc_e[26]        2230
-- per-layer routing --
metal / global-route usage (%) / wire (um)
met2: 10.4 / 13600
met3: 3.07 / 3500
met5: 0 / 12
met4: 1.43 / 798
met1: 7.34 / 11800
-- final cells by class --
class,count,area (um^2),area share (%)
Antenna cell,2,5.00,0.0349
Clock buffer,39,761,5.31
Clock inverter,9,83.8,0.585
Sequential cell,218,4360,30.5
Timing Repair Buffer,447,4470,31.2
Multi-Input combinational cell,437,3330,23.3
Tap cell,1040,1300,9.08
-- worst reg2reg max path, delay by kind of cell, from the launching register on --
| kind | cells | cell delay (ps) |
|---|---|---|
| AND-OR/OR-AND | 1 | 220 |
| multiplexers | 1 | 300 |
| flip-flops | 1 | 310 |
Power is estimated from default activity; no workload was simulated.
