--- flow/run.sh ---
#!/bin/bash
# OpenROAD 26Q1-2900-gdf79404cd8, Yosys 0.63+post, stock flow scripts
make -C /OpenROAD-flow-scripts/flow DESIGN_CONFIG=/design/flow/config.mk WORK_HOME=/design/flow/orfs finish
--- flow/config.mk ---
export PLATFORM = sky130hd
export DESIGN_NAME = ALU
export DESIGN_NICKNAME = ALU
export VERILOG_FILES = /design/flow/design.v
export SDC_FILE = /design/flow/constraint.sdc
export NUM_CORES = 4
export LEC_CHECK = 1
export CORE_UTILIZATION = 40
export SYNTH_HDL_FRONTEND = slang
--- flow/constraint.sdc ---
current_design ALU

set clk_period 18.6
set clk_io_pct 0.2

create_clock -name clk0 -period $clk_period

set non_clock_inputs [all_inputs -no_clocks]
set_input_delay [expr $clk_period * $clk_io_pct] -clock clk0 $non_clock_inputs
set_output_delay [expr $clk_period * $clk_io_pct] -clock clk0 [all_outputs]
--- flow/design.v ---
`timescale 1ns / 1ps
module ALU(
    input logic [31:0] A,
    input logic [31:0] B,
    input logic [3:0] ALU_control,
    output logic [31:0] result,
    output logic Zero
    );
    integer i;
    localparam [3:0]
        ALU_ADD  = 4'b0000,
        ALU_SUB  = 4'b0001,
        ALU_AND  = 4'b0010,
        ALU_OR   = 4'b0011,
        ALU_XOR  = 4'b0100,
        ALU_SLT  = 4'b0101,
        ALU_CTZ  = 4'b0110,
        ALU_CLZ  = 4'b0111,
        ALU_CPOP = 4'b1000;
    always_comb begin
        case(ALU_control)
            ALU_ADD: result = A + B;
            ALU_SUB: result = A - B;
            ALU_AND: result = A & B;
            ALU_OR:  result = A | B;
            ALU_XOR: result = A ^ B; 
            ALU_SLT: result = ($signed(A) < $signed(B)) ? 32'd1 : 32'd0;  
            ALU_CTZ: begin
                result = 32'd32;
                for (i = 0; i < 32; i++) begin
                    if (A[i] == 1'b1 && result == 32)
                        result = i;
                end
            end
            ALU_CLZ: begin
                result = 32'd32;
                for (i = 31; i >= 0; i--) begin
                    if (A[i] == 1'b1 && result == 32)
                        result = 31 - i;
                end
            end
            ALU_CPOP: begin
                result = 32'b0;
                for (i = 0; i < 32; i++) begin
                    if (A[i])
                        result += 1;
                end
            end
            default: result = 32'd0;
        endcase
    case (ALU_control)
        ALU_SUB:   Zero = (result == 0);                        
        ALU_SLT:   Zero = ($signed(A) < $signed(B));            
        default:   Zero = 0;
    endcase
    end
endmodule
==> results_slide.txt <==
Implementation Results

Run status
  • Outcome: finished, violations left
  • Violated checks: negative setup slack

GRT
  • GRT Resource Usage Total: 0.3034
  • Final global-route overflow total: 0
  • Wire length of the first global-routing pass: about 70000 um
  • Antenna violations before repair: 0
  • Number of global-route vias before repair: 13450
  • Largest net degree at the start of global routing: 29

STA
  • Relative slew margins: 0.3896
  • Setup Viol. Count Final: 9
  • Transition time of the tightest slew-check pin: between 0.9 and 1 ns
  • Final max-slew violation count: 0
  • Final clock period utilization by the worst path: 1.313
  • Minimum clock period: ~24 ns
  • Worst Hold Slack: about 8.6 ns
  • Final worst-path setup slack: -5.820 ns
  • Endpoints failing hold: 0
  • Peak Freq: between 0.04 and 0.05 GHz
  • RSZ-0062 raised after global routing: yes

Final layout
  • Seq Cell Count: 0
  • Signed area change from the synthesized netlist to the final layout: 46.89%
  • Commonest non-fill, non-tap cell in the layout: buf_4
  • Core utilization of the finished layout: 0.6053
  • Number of clock buffer instances in the layout: 0
  • Tally of filler cells in the layout: around 2400
  • Layout cells sized above 1: 0.2887
  • Area of all sequential standard cells: 0 sq um
  • Commonest non-fill, non-tap cells in the layout: buf_4 (380), nand2_1 (161), nor2_1 (146)
  • Final Non-Filler Cells: 2567

Routing
  • Number of design rule violations left after detail routing: 0
  • Number of diodes: 0
  • First-pass detailed-route iteration total: 5
  • 1st-iter DRT viols: 963
  • Routed WL: roughly 46000 um
  • Wire length per cell: between 15 and 20 um
  • Vias: between 10000 and 15000
  • Average vias per placed instance: 5.822
  • Remaining antenna violation count: 0

Critical path
  • Required time worst endpoint: approximately 15 ns
  • CP peak stage delay: ~0.5 ns
  • Nature of the critical path endpoint: output port
  • Sort of element at the start of the critical path: input pin
  • Crit-path slowest cell: or4b_4
  • Critical Path Fanout Max: 3
  • Arrival time of the worst setup path: approximately 21 ns
  • Most prevalent standard cell on the critical path: ha_4
  • Top cell family by delay on the critical path: adder cells
  • Combined buffer and inverter count along the critical path: 17
  • Critical setup path kind: input pin to output port

Worst hold path
  • Min-Delay Endpoint: result[6]
  • Hold path startpoint: B[6]
  • Hold Crit Class: input pin to output port
  • Hold path depth: 6

Floorplan
  • I/O pin count: around 100
  • Horizontal die size: 172.3 um
  • Height of the die: ~170 um
  • Area of the core: between 0.02 and 0.03 sq mm
  • Area of the die: just under 0.03 sq mm
  • Share of the core filled by cells before placement: 0.4121
  • Number of placement rows: 61

Synth
  • Yosys stat area: ~0.012 sq mm
  • Synthesized area per cell: around 6.7 sq um
  • Cell area after synthesis: 0.01160 sq mm
  • Count of cell types in the netlist: 106
  • Cell count after synthesis: 1728
  • Main area contributors after synthesis: ha_1 (14%), xnor2_1 (5.7%), nand2_1 (5.7%), a21oi_1 (5.0%), nor2_1 (4.9%)
  • Share of the yosys chip area belonging to registers: 0
  • Yosys Instances: 1728
  • Most area-hungry cell type in the Yosys netlist: ha_1
  • Yosys warning count: 0
  • Fraction of synthesized cell area taken by the top area cell type: 0.1391

Placement
  • Weighted congestion reported at the end of routability-driven placement: just over 1
  • Number of instances in the placed design: 2465
  • Sum of net half-perimeters after detailed placement: approximately 36000 um
  • Buffers on Ports: 101

Job
  • MaxCap Viol Count: 0
  • Tool Warnings: approximately 100

Clocking
  • Number of hold-repair buffers added at the cts stage: 0
## final cells by class
type / instances / area, sq um / share of cell area
tap: 378 / 473.0 / 0.02775
multi-input combinational: 1532 / 11690 / 0.6857
inverter: 127 / 484.2 / 0.02841
timing repair buffer: 530 / 4400 / 0.2581
## routing by layer
metal,global-route usage,routed length (um),up-vias
li1,-,-,7386
met1,0.4403,21440,6965
met2,0.4856,20420,515
met3,0.02796,3151,78
met4,0.06772,1201,0
met5,0,0,-
## through the flow
| step | instance area [sq um] | TNS [ns] | setup WS (ns) |
|---|---|---|---|
| after detailed placement | 15490 | -57.54 | -7.253 |
| after global routing | 17050 | -53.86 | -6.663 |
| final | 17050 | -47.09 | -5.820 |
| after global placement | 15490 | -54.09 | -6.826 |
| after floorplan | 11820 | -43.95 | -5.792 |
| after CTS | 16340 | -54.10 | -6.539 |
## synth_stat cells, types with 17 or more instances
library cell / n
nand4_1: 19
inv_1: 120
or2_2: 20
or3_1: 23
a211oi_1: 25
o31ai_1: 25
and2_1: 23
xnor2_1: 76
a21o_1: 24
nor4_1: 19
nand2_1: 175
and3_1: 20
o21a_1: 24
ha_1: 129
xor2_1: 23
o211ai_1: 34
a31oi_1: 24
clkbuf_1: 52
nor2b_1: 24
nand2b_1: 20
xnor3_1: 17
nor3_1: 56
nor2_1: 150
a21oi_1: 116
o21bai_1: 19
nand3_1: 66
o21ai_0: 93
o22ai_1: 18
## kinds of logic after synthesis
group,count (synthesis),share of synthesized area
simple gates,680,0.2970
xor+xnor,128,0.1297
fa+ha+maj,132,0.1434
mux,20,0.01811
compound gates,572,0.3454
buf+inv,196,0.06631
## worst max-delay path by stage
stage	start	endpoint	slack [ns]	cells after the start
6_report	A[0]	Zero	-5.82	109
5_1_grt	A[0]	Zero	-6.66	111
4_1_cts	A[0]	Zero	-6.54	109
## what timing repair did
item | CTS | global route
buffers inserted | 94 | 27
pin swaps | 76 | 70
resized | 87 | 118
endpoints found under the hold margin | 0 | 0
setup endpoints to repair | 9 | 9
cloned | 0 | 0
