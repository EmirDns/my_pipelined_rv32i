`/design/flow/design.v`:
```
`timescale 1ns / 1ps
module m_w_pipeline(
    input logic clk,
    input logic rst_n,
    input logic clear,  
    input logic enable, 
    input logic [31:0] ALUResult_m,
    input logic [31:0] ReadData_m,
    input logic [4:0] rd_m,
    input logic [31:0] pcplus4_m,
    input logic [31:0] pc_m,
    input logic RegWrite_m,
    input logic [1:0] ResultSrc_m,
    input logic [31:0] instr_m,
    input logic [31:0] WriteData_m,
    input logic MemWrite_m,
    output logic [31:0] ALUResult_w,
    output logic [31:0] ReadData_w,
    output logic [4:0] rd_w,
    output logic [31:0] pcplus4_w,
    output logic [31:0] pc_w,
    output logic RegWrite_w,
    output logic [1:0] ResultSrc_w,
    output logic [31:0] instr_w,
    output logic [31:0] WriteData_w,
    output logic MemWrite_w
);
    always_ff @(posedge clk) begin
        if (!rst_n) begin
            ALUResult_w   <= 32'b0; 
            ReadData_w    <= 32'b0;
            rd_w          <= 5'b0;
            pcplus4_w     <= 32'b0;
            pc_w          <= 32'b0;
            RegWrite_w     <= 1'b0;
            ResultSrc_w    <= 2'b00;
            instr_w        <= 32'h00000000;
            WriteData_w    <= 32'h00000000;
            MemWrite_w     <= 1'b0;
        end
        else if (clear) begin
            ALUResult_w   <= 32'b0; 
            ReadData_w    <= 32'b0;
            rd_w          <= 5'b0;
            pcplus4_w     <= 32'hFFFFFFFF;
            pc_w          <= 32'hFFFFFFFF;
            RegWrite_w     <= 1'b0;
            ResultSrc_w    <= 2'b00;
            instr_w        <= 32'h00000000;
            WriteData_w    <= 32'h00000000;
            MemWrite_w     <= 1'b0;
        end
        else if (enable) begin
            ALUResult_w   <= ALUResult_m;
            ReadData_w    <= ReadData_m;
            rd_w          <= rd_m;
            pcplus4_w     <= pcplus4_m;
            pc_w          <= pc_m;
            RegWrite_w     <= RegWrite_m;
            ResultSrc_w    <= ResultSrc_m;
            instr_w        <= instr_m;
            WriteData_w    <= WriteData_m;
            MemWrite_w     <= MemWrite_m;
        end
    end
endmodule
```
`/design/flow/run.sh`:
```
#!/bin/bash
# OpenROAD 26Q1-2900-gdf79404cd8, Yosys 0.63+post, stock flow scripts
make -C /OpenROAD-flow-scripts/flow DESIGN_CONFIG=/design/flow/config.mk WORK_HOME=/design/flow/orfs finish
```
`/design/flow/config.mk`:
```
export PLATFORM = sky130hd
export DESIGN_NAME = m_w_pipeline
export DESIGN_NICKNAME = m_w_pipeline
export VERILOG_FILES = /design/flow/design.v
export SDC_FILE = /design/flow/constraint.sdc
export NUM_CORES = 4
export LEC_CHECK = 1
export CORE_AREA = 10 10 218 218
export DIE_AREA = 0 0 228 228
```
`/design/flow/constraint.sdc`:
```
current_design m_w_pipeline

set clk_period 6.9
set clk_io_pct 0.2

create_clock -name clk0 -period $clk_period [get_ports {clk}]

set non_clock_inputs [all_inputs -no_clocks]
set_input_delay [expr $clk_period * $clk_io_pct] -clock clk0 $non_clock_inputs
set_output_delay [expr $clk_period * $clk_io_pct] -clock clk0 [all_outputs]
```
==> run summary <==
run results: outcome=finished clean, Total Routed Length=26100 µm, Power Density=224 nW/µm², synth warn=1, cells resized by post-CTS repair=0, Post-synth seq share=0.539, Syn Area/Cell=11.4 µm², Tcrit/Tclk final=0.406, # diodes=0, vias in the first global route=6194, largest area contributor in the netlist=dfxtp_1, Setup crit start kind=input port, Worst EP arrival=3.18 ns, die area=52000 µm², post-route minimum period=2.80 ns, Worst-Skew Late Latency=0.53 ns, gr ovfl total=0, CP required=7.28 ns, worst hold path class=flop to flop, final hold vios=0, Vias=6060, Worst-Margin Slew=0.779 ns, Sw Ratio=0.228, area grow syn2layout=70.4%, max-cap check violation count=0, final clock skew=0 ns, NetSw=649 µW, cells in synth_stat.txt=655, DR vias/cell=3.69, Static Leak=4.97 nW, Unique masters post-synth=11, Rel. slew slack=0.481, CTS Sinks=201, Peak Freq=0.357 GHz, Post-CTS Setup Bufs=0, OpenROAD warnings=25, share of cells above drive strength 1=0.104, initial antenna violation count=0, GRT Total Usage=0.0968, die height=228 µm, Post-synth regs=201, final cell count without fillers=1641, antenna-violating nets left=0, I/O pin count=406, area of the core=42900 µm², deepest clock path buffer count=3, Cell area leaders=dfxtp_1 54%, mux2i_1 18%, mux2_2 9.7%, Post-Place Cell Area=12000 µm², biggest fanout along the worst timing path=65, final core occ=0.296, setup TNS=0 ns, Design Area, Final=12700 µm², Yosys chip area=7460 µm², TritonCTS clock tree=yes, Setup Crit Path Kind=input port to flop, RePlAce Congestion=0.788, Synth top area share=0.539, first-pass GRT wire length=39200 µm, Hold Buf Count CTS=0, Final setup viols=0, wire length per cell=15.9 µm, Clk pwr share=0.426, placed cells=1600, htree depth=1, Port-buffer cells=405, Initial DRT Pass Iterations=4, num rows=76, Comb power frac=0.138, Iteration-0 DRC Markers=190, Starting Density=0.174, clk slew on worst S/H paths=0.05 ns, clock tree root driver cell=clkbuf_16, largest net degree at the start of global routing=89, Final Max Tran Viols=0, total power=2.85 mW, crit end category=flop, Die Wd=228 µm, peak supply drop=0.240 mV, cell area after synthesis=7460 µm², filler instances=4316, drc violations=0, Int Power=2.20 mW, RSZ-0062 raised after global routing=false, Mapped Cells=655, post-detail-place hpwl=19100 µm, Flop pwr share=0.436, clock buffer count from CTS=25
[layout by cell type, fill, tap and decap left out]
cell,instances
clkdlybuf4s50_1,402
nand2b_4,1
mux2_2,64
clkinv_2,3
clkbuf_1,5
inv_6,1
buf_4,5
buf_8,1
buf_12,1
o21a_1,64
clkbuf_8,5
mux2i_1,137
dfxtp_1,201
buf_2,2
clkinvlp_4,2
clkbuf_16,25
nor2_1,137
[stage by stage]
stage | hold slack [ns] | setup WS, ns
after floorplan | 0.437 | 4.62
after global placement | 0.470 | 3.55
after detailed placement | 0.481 | 3.55
after CTS | 0.495 | 4.04
after global routing | 0.512 | 3.94
final | 0.487 | 4.10
[state kept, by name, indices dropped and copies added, names as in the netlist]
register	count
ALUResult_w	32
MemWrite_w	1
ReadData_w	32
RegWrite_w	1
ResultSrc_w	2
WriteData_w	32
instr_w	32
pc_w	32
pcplus4_w	32
rd_w	5
[per-layer routing]
layer,vias up,GRT usage,share of wire
met5,-,0,0
met4,0,0.0227,0.026
met3,37,0.0426,0.10
met2,244,0.156,0.46
met1,2777,0.118,0.41
li1,3002,-,-
[final cells by class]
cell class / count / area (µm²) / share of cell area
Multi-Input combinational cell: 403 / 3100 / 0.244
Timing Repair Buffer: 411 / 4110 / 0.323
Clock inverter: 6 / 38.8 / 0.00305
Sequential cell: 201 / 4020 / 0.316
Tap cell: 585 / 732 / 0.0576
Clock buffer: 35 / 713 / 0.0561
[worst paths after layout]
| kind | from | to | slack [ns] | depth (start not counted) |
|---|---|---|---|---|
| worst max-delay path | rst_n | instr_w[5] | 4.10 | 5 |
| worst min register to register | instr_w[16] | instr_w[16] | 0.49 | 2 |
| worst min-delay path | instr_w[16] | instr_w[16] | 0.49 | 2 |
| worst max register to register | pcplus4_w[20] | pcplus4_w[20] | 6.06 | 2 |
[power groups by stage]
stage	registers [mW]	clock network (mW)	logic, mW
4_1_cts	1.24	1.27	0.402
5_1_grt	1.25	1.31	0.428
6_report	1.24	1.21	0.395
[cell usage after synthesis]
library cell	instances
o21a_1	64
nand2b_1	1
buf_2	5
mux2_2	64
buf_1	1
mux2i_1	137
buf_4	1
dfxtp_1	201
nor2_1	137
buf_6	19
clkbuf_1	25
[critical path: stages]
cell      delay [ns]
buf_2           0.10
buf_4           0.33
nand2b_4        0.50
buf_4           0.66
nor2_1          0.12
[cells by family after synthesis]
family          count (synthesis)  share of synthesized area
compound gates                 64                     0.0644
buf+inv                        51                     0.0461
flops                         201                      0.539
mux                           201                      0.280
simple gates                  138                     0.0698
Power is estimated from default activity; no workload was simulated.
